<file path="config.mk">
export PLATFORM = sky130hd
export DESIGN_NAME = axi_lite_to_apb_bridge
export DESIGN_NICKNAME = axi_lite_to_apb_bridge
export VERILOG_FILES = /design/flow/design.v
export SDC_FILE = /design/flow/constraint.sdc
export NUM_CORES = 4
export LEC_CHECK = 1
export CORE_AREA = 10 10 158 158
export DIE_AREA = 0 0 168 168
</file>
<file path="run.sh">
#!/bin/bash
# OpenROAD 26Q1-2900-gdf79404cd8, Yosys 0.63+post, stock flow scripts
make -C /OpenROAD-flow-scripts/flow DESIGN_CONFIG=/design/flow/config.mk WORK_HOME=/design/flow/orfs finish
</file>
<file path="design.v">
`timescale 1ns / 1ps
module axi_lite_to_apb_bridge#(
parameter ADDR_WIDTH=32,
parameter DATA_WIDTH=32
)
(
input logic ACLK,
input logic ARESETn,
input logic[ADDR_WIDTH-1:0] AWADDR,
input logic AWVALID,
output logic AWREADY,
input logic[DATA_WIDTH-1:0] WDATA,
input logic WVALID,
output logic WREADY,
output logic[1:0] BRESP,
output logic BVALID,
input logic BREADY,
input logic[ADDR_WIDTH-1:0] ARADDR,
input logic ARVALID,
output logic ARREADY,
output logic[DATA_WIDTH-1:0] RDATA,
output logic [1:0] RRESP,
output logic RVALID,
input logic RREADY,
output logic[ADDR_WIDTH-1:0] PADDR,
output logic PSEL,
output logic PENABLE,
output logic PWRITE,
output logic[DATA_WIDTH-1:0] PWDATA,
input logic[DATA_WIDTH-1:0] PRDATA,
input logic PREADY,
input logic PSLVERR
);
typedef enum logic[2:0] {
IDLE,
APB_SETUP,
APB_ENABLE,
AXI_RESP
}state_t;
state_t state,next_state;
logic is_write ;
logic[ADDR_WIDTH-1:0] addr_reg;
logic[DATA_WIDTH-1:0] wdata_reg;
wire axi_write = AWVALID && WVALID;
wire axi_read = ARVALID;
always_ff@(posedge ACLK or negedge ARESETn)
begin
if(!ARESETn)
state<= IDLE;
else
state<=next_state;
end
always_comb 
begin
next_state =state;
case(state)
IDLE :
if(axi_write || axi_read)
next_state=APB_SETUP;
APB_SETUP :
    next_state = APB_ENABLE;
APB_ENABLE :
    if (PREADY)
        next_state = AXI_RESP;
AXI_RESP :
if(( is_write && BREADY) || (!is_write && RREADY))
next_state=IDLE;
 endcase
 end
always_ff@(posedge ACLK or negedge ARESETn)
 begin
 if(!ARESETn) 
 begin
 addr_reg<='0;
 wdata_reg<='0;
 is_write<=1'b0;
 end
 else 
 if(state==IDLE) 
 begin
 if(axi_write)
 begin
 addr_reg<=AWADDR;
 wdata_reg<=WDATA;
 is_write<=1'b1;
 end 
 else if(axi_read) 
 begin
 addr_reg <= ARADDR;
 is_write<=1'b0;
 end
 end
 end
 always_comb
 begin 
 PSEL =1'b0;
 PENABLE =1'b0;
 PADDR = addr_reg;
 PWRITE = is_write;
 PWDATA = wdata_reg;
 case(state) 
 APB_SETUP :
 begin
 PSEL=1'b1;
 PENABLE=1'b0;
 end
 APB_ENABLE: 
 begin
 PSEL =1'b1;
 PENABLE =1'b1;
 end
 endcase
 end
 always_comb
 begin
 AWREADY =1'b0;
 WREADY=1'b0;
 ARREADY=1'b0;
 BVALID=1'b0;
 RVALID=1'b0;
 BRESP = PSLVERR ? 2'b10 : 2'b00;  
RRESP = PSLVERR ? 2'b10 : 2'b00;
 RDATA=PRDATA;
case(state)
IDLE : 
begin
AWREADY =1'b1;
WREADY=1'b1;
ARREADY=1'b1;
end
AXI_RESP : 
begin
if(is_write)
BVALID=1'b1;
else
RVALID=1'b1;
end
endcase
end
endmodule
</file>
<file path="constraint.sdc">
current_design axi_lite_to_apb_bridge

set clk_period 2.3
set clk_io_pct 0.2

create_clock -name clk0 -period $clk_period [get_ports {ACLK}]

set non_clock_inputs [all_inputs -no_clocks]
set_input_delay [expr $clk_period * $clk_io_pct] -clock clk0 $non_clock_inputs
set_output_delay [expr $clk_period * $clk_io_pct] -clock clk0 [all_outputs]
</file>
==> results_slide.txt <==
Key Metrics from the Run

Clocking
  • Root Buffer: clkbuf_16
  • # H-tree levels: 3
  • CTS max path bufs: 2
  • Clock Pin Slew Worst Setup and Hold Paths: 0.06 ns
  • Buffer count from post-CTS setup fixing: 0
  • Clock Latency Late Sink: 0.34 ns
  • Clock sink count: 69
  • Number of hold buffers added after CTS: 0
  • Number of cells upsized or downsized after cts: 0
  • TritonCTS clock tree: done
  • CTS buffer count: 9

Route
  • DR vias: 2251
  • Vias per cell: 3.40
  • Final WL: 10100 um
  • Post-route DRC: 0
  • Pre-Repair DR Iteration Count: 4
  • Wire per inst: 15.2 um
  • Detail Route Antenna Nets: 0
  • Detailed Route Iter0 Violations: 42

Layout
  • Most common logic cells in the final layout: clkdlybuf4s50_1, dfrtp_1, mux2_4
  • Top cell excl fill/tap: clkdlybuf4s50_1
  • Final core area utilization: 25.9%
  • P&R area growth vs syn: 61.0%
  • Share of layout cells above drive strength 1: 32.7%

GRT
  • First-pass GRT wire length: 15300 um
  • Met3 Track Usage GR: 3.76%
  • Vias in the first global route: about 2500
  • Met2 Usage GRT: 11.4%
  • Gr busiest metal: met2
  • Largest net degree at the start of global routing: 49
  • Grt met1 use: 7.64%
  • GRT Overall Usage: 6.89%
  • Remaining global-route overflow: 0
  • Initial antenna violation count: 1

STA
  • Clock Skew: 0.00947 ns
  • Final setup vio count: 0
  • Least-Margin Pin Slew: 0.636 ns
  • Period utilization: approximately 85%
  • Final count of pins violating max slew: 0
  • Minimum clock period: ~2.0 ns
  • Final hold vios: 0
  • Worst slew margin: around 58%
  • Setup TNS Final: 0 ns
  • Fmax: ~500 MHz
  • Setup repair after global routing missed its margin: false

Setup path
  • Crit end category: output pin
  • Reg-to-reg slack, setup: 0.76 ns
  • CP Depth: 1
  • Cell family with most CP delay: flip-flops
  • Crit path to: ARREADY
  • Crit start category: register
  • Reg2Reg Launch Point: state[0]$_DFF_PN1_
  • Setup CP Type: reg2out
  • Worst setup startpoint: state[0]$_DFF_PN1_
  • Worst-case reg-to-reg path depth: 3
  • Reg2Reg Capture Point: addr_reg[9]$_DFFE_PN0P_
  • Crit-path cells: clkdlybuf4s50_1
  • Worst path slowest cell: dfstp_2
  • WP buf/inv: 1
  • Worst path max stage delay: 0.63 ns
  • Critical path peak fanout: 6
  • Worst Path Arrival: 1.50 ns
  • Required @ worst endpoint: 1.84 ns

Synthesis
  • Yosys Chip Area: 3490 um^2
  • And+or+nand+nor area frac: about 1.0%
  • Mapped Cells: 230
  • Top non-seq family: multiplexers
  • Syn Std Cell Area: about 3500 um^2
  • Post-Synth AOI/OAI Area: 0.896%
  • Register area share after synthesis: between 40% and 50%
  • Netlist cell types: 19
  • Post-Synth Adder-Cell Area: 0%
  • Xor+xnor area frac: 0%
  • Syn Area/Cell: 15.2 um^2
  • Cell count in the Yosys report: 230
  • Synth mux share: 37.5%
  • Ys flops: 69
  • Yosys warns: 1

Floorplanning
  • DIE AREA: 28200 um^2
  • Initial Util: about 16%
  • Chip width: 168 um
  • Core Region: 21700 um^2
  • Row count: around 54
  • Die Span Y: 168 um
  • Boundary pin count: 245

Power
  • Power per cell area: 1040 nW/um^2
  • P_leak: 2.42 nW
  • Peak VDD IR: 321 uV
  • Design Power: between 0.005 and 0.006 W

Flow run
  • Max_cap viols: 0
  • OpenROAD warning count: 25

Placement
  • GPL Wtd Cong: 0.759
  • I/O Buffers: around 180
  • DP Wirelength: 8140 um

Status
  • Run status: complete, no violations

Hold path
  • Min-delay worst type: in2async
-- area by class of cell --
class                      count  area [um^2]
tap                          280          350
multi-input combinational    111         1390
antenna                        1         2.50
clock buffer                  12          256
inverter                       3         11.3
sequential                    69         1730
timing repair buffer         183         1860
fill                        2199        16100
clock inverter                 4         22.5
-- power breakdown --
part / internal [W] / switching (W)
Clock: 0.000782 / 0.000498
Sequential: 0.00181 / 0.000336
Combinational: 0.00192 / 0.000509
Total: 0.00452 / 0.00134
-- how the worst min path moves through the flow --
stage	to	startpoint	slack, ns	depth (start not counted)
finish	wdata_reg[3]$_DFFE_PN0P_	ARESETn	0.15	1
CTS	wdata_reg[3]$_DFFE_PN0P_	ARESETn	0.16	1
global route	wdata_reg[3]$_DFFE_PN0P_	ARESETn	0.20	1
-- cell usage after synthesis (all sizes together) --
cell,number,area share [%]
mux2,97,38
dfrtp,68,49
a22o,1,0.25
a21oi,1,0.14
buf,48,11
a21o,1,0.22
nand3,1,0.14
nor2b,1,0.18
or2,1,0.18
o21ai,2,0.29
nor2,2,0.22
inv,3,0.32
dfstp,1,0.75
conb,1,0.11
nand2,2,0.29
-- per-stage QoR --
stage	hold slack (ns)	area (um^2)	worst slack, ns	std cells
finish	0.153	5620	0.343	663
global route	0.198	5620	0.271	662
CTS	0.158	5620	0.270	662
detailed placement	0.453	5340	0.235	646
global placement	0.438	5340	0.229	646
floorplan	0.164	3500	0.867	231
-- per-layer routing --
layer  up-vias  share of wire (%)
li1       1056                  -
met1      1040                 37
met2       132                 48
met3        23                 12
met4         0                2.5
met5         -                  0
-- cell families after synthesis --
kind of cell           count (synthesis)
flip-flops                            69
AND/OR/NAND/NOR                        7
buffers and inverters                 51
other                                  1
multiplexers                          97
AND-OR/OR-AND                          5
Power figures rest on the tool's default switching activity, not on a simulated workload.
